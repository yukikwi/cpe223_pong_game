===== ./run.sh =====
#!/bin/bash
# OpenROAD 26Q1-2900-gdf79404cd8, Yosys 0.63+post, stock flow scripts
make -C /OpenROAD-flow-scripts/flow DESIGN_CONFIG=/design/flow/config.mk WORK_HOME=/design/flow/orfs finish

===== ./config.mk =====
export PLATFORM = sky130hd
export DESIGN_NAME = display_set_time
export DESIGN_NICKNAME = display_set_time
export VERILOG_FILES = /design/flow/design.v
export SDC_FILE = /design/flow/constraint.sdc
export NUM_CORES = 4
export LEC_CHECK = 1
export CORE_UTILIZATION = 40

===== ./constraint.sdc =====
current_design display_set_time

set clk_period 4.3
set clk_io_pct 0.2

create_clock -name clk0 -period $clk_period

set non_clock_inputs [all_inputs -no_clocks]
set_input_delay [expr $clk_period * $clk_io_pct] -clock clk0 $non_clock_inputs
set_output_delay [expr $clk_period * $clk_io_pct] -clock clk0 [all_outputs]

===== ./design.v =====
`timescale 1ns / 1ps
module char_e(
    input [31:0] start_x,
    input [31:0] start_y,
    input [9:0] x,
    input [9:0] y,
    output reg display
    );
    initial 
        display = 0;
    always @(x or y)
    begin
        if ((x >= start_x + 5) && (x < start_x + 21) && (((y >= start_y) && (y < start_y + 5)) || ((y >= start_y + 17) && (y < start_y + 22)) || ((y >= start_y + 35) && (y < start_y + 40))))
            display = 1;
        else if ((y >= start_y) && (y < start_y + 40) && (((x >= start_x) && (x < start_x + 5))))
            display = 1;
        else if ((x >= start_x + 21) && (x < start_x + 26) && (((y >= start_y) && (y < start_y + 5)) || ((y >= start_y + 35) && (y < start_y + 40))))
            display = 1;
        else display = 0;
    end
endmodule
`timescale 1ns / 1ps
module char_i(
    input [31:0] start_x,
    input [31:0] start_y,
    input [9:0] x,
    input [9:0] y,
    output reg display
    );
    initial 
        display = 0;
    always @(x or y)
    begin
        if ((x >= start_x + 5) && (x < start_x + 21) && (((y >= start_y) && (y < start_y + 5)) || ((y >= start_y + 35) && (y < start_y + 40))))
            display = 1;
        else if ((y >= start_y + 5) && (y < start_y + 35) && (((x >= start_x+10) && (x < start_x + 16))))
            display = 1;
        else display = 0;
    end
endmodule
`timescale 1ns / 1ps
module char_m(
    input [31:0] start_x,
    input [31:0] start_y,
    input [9:0] x,
    input [9:0] y,
    output reg display
    );
    initial 
        display = 0;
    always @(x or y)
    begin
        if ((((x >= start_x + 5) && (x < start_x + 10)) || ((x >= start_x + 16) && (x < start_x + 21))) && (((y >= start_y + 5) && (y < start_y + 10))))
            display = 1;
        else if ((((y >= start_y) && (y < start_y + 40))) && (((x >= start_x) && (x < start_x + 5)) || ((x >= start_x + 21) && (x < start_x + 26))))
            display = 1;
        else if ((y >= start_y + 10) && (y < start_y + 15) && ((x >= start_x + 10) && (x < start_x + 16)))
            display =1;
        else display = 0;
    end
endmodule
`timescale 1ns / 1ps
module char_s(
    input [31:0] start_x,
    input [31:0] start_y,
    input [9:0] x,
    input [9:0] y,
    output reg display
    );
    initial
        display = 0;
    always @(x or y)
    begin
        if((x >= start_x + 5) && (x < start_x + 21)
        && (((y >= start_y) && (y < start_y + 5)) || ((y >= start_y + 17) && (y < start_y + 22))
        || ((y >= start_y + 35) && (y < start_y + 40))))
            display = 1;
        else if((x >= start_x) && (x < start_x + 5)
        && (((y >= start_y + 5) && (y < start_y + 17)) || ((y >= start_y + 30) && (y < start_y + 35))))
            display = 1;
        else if((x >= start_x + 21) && (x < start_x + 26)
        && (((y >= start_y + 5) && (y < start_y + 10)) || ((y >= start_y + 22) && (y < start_y + 35))))
            display = 1;
        else display = 0;
    end
endmodule
`timescale 1ns / 1ps
module char_t(
    input [31:0] start_x,
    input [31:0] start_y,
    input [9:0] x,
    input [9:0] y,
    output reg display
    );
    initial 
        display = 0;
    always @(x or y)
    begin
        if ((x >= start_x) && (x < start_x + 26) && (((y >= start_y) && (y < start_y + 5))))
            display = 1;
        else if ((y >= start_y + 5) && (y < start_y + 40) && (((x >= start_x + 10) && (x < start_x + 16))))
            display = 1;
        else display = 0;
    end
endmodule
`timescale 1ns / 1ps
module display_seg(
    input [6:0] seg,
    input [9:0] start_x,
    input [9:0] start_y,
    input [9:0] x,
    input [9:0] y,
    output display
    );
    reg [6:0] display_temp;
    initial
    begin   
        display_temp = 7'b0;
    end
    always @*
    begin
        if(~seg[0])
            begin
                if((x >= (start_x + 5) && x < (start_x + 21)) && (y >= start_y && y < (start_y + 5))) 
                    display_temp[0] = 1;
                else display_temp[0] = 0;
            end
        if(~seg[1])
            begin
                if(((x >= start_x + 21) && x < (start_x + 26)) && (y >= (start_y + 5) && y < (start_y + 17)))
                    display_temp[1] = 1;
                else display_temp[1] = 0;
            end
        if(~seg[2])
            begin
                if(((x >= start_x + 21) && x < (start_x + 26)) && (y >= (start_y + 22) && y < (start_y + 34)))
                    display_temp[2] = 1;
                else display_temp[2] = 0;
            end
        if(~seg[3])
            begin
                if((x >= (start_x + 5) && x < (start_x + 21)) && (y >= (start_y + 34) && y < (start_y + 39)))
                    display_temp[3] = 1;
                else display_temp[3] = 0;
            end
        if(~seg[4])
            begin
                if((x >= start_x && x < (start_x + 5)) && (y >= (start_y + 22) && y < (start_y + 34)))
                    display_temp[4] = 1;
                else display_temp[4] = 0;
            end
        if(~seg[5])
            begin
                if((x >= start_x && x < (start_x + 5)) && (y >= (start_y + 5) && y < (start_y + 17)))
                    display_temp[5] = 1;
                else display_temp[5] = 0;
            end
        if(~seg[6])
            begin
                if((x >= (start_x + 5) && x < (start_x + 21)) && (y >= (start_y + 17) && y < (start_y + 22)))
                    display_temp[6] = 1;
                else display_temp[6] = 0;
            end
    end
   assign display = (display_temp[0] | display_temp[1] | display_temp[2] |display_temp[3] | display_temp[4] | display_temp[5] | display_temp[6]);
endmodule
`timescale 1ns / 1ps
module display_set_time (
    input [31:0] max_time,
    input [9:0] x,
    input [9:0] y,
    output display
    );
    wire [6:0] text;
    wire [6:0] first_min, second_min, first_sec, second_sec;
    wire display_sec_first, display_sec_second, display_min;
    reg dot;
    char_s SetScore_s1(199, 140, x, y, text[0]);
    char_e SetScore_e1(230, 140, x, y, text[1]);
    char_t SetScore_t1(261, 140, x, y, text[2]);
    char_t SetScore_t2(323, 140, x, y, text[3]);
    char_i SetScore_i(354, 140, x, y, text[4]);
    char_m SetScore_m(385, 140, x, y, text[5]);
    char_e SetScore_e2(416, 140, x, y, text[6]);
    always @(x or y) begin
        if(x >= 302 && x < 307 && ((y >= 250 && y < 255) || (y >= 265 && y < 270)))
            dot = 1;
        else
            dot = 0;
    end
    integer min;
    integer sec;
    always @(max_time) begin
        min = max_time / 60;
        sec = max_time % 60;
    end
    display_time minuteToSeg(min, first_min, second_min);
    display_time SecondToSeg(sec, first_sec, second_sec);
    display_seg Minute(second_min, 266, 240, x, y, display_min);
    display_seg FirstSec(first_sec, 312, 240, x, y, display_sec_first);
    display_seg SecondSec(second_sec, 343, 240, x, y, display_sec_second);
    assign display = display_min | display_sec_first | display_sec_second | (|text) | dot;
endmodule
`timescale 1ns / 1ps
module display_time(
    input [31:0] data,
    output reg [6:0] display_first,
    output reg [6:0] display_second
    );
    initial begin
        display_first = 7'b1111111;
        display_second = 7'b1111111;
    end
    integer first;
    integer second;
    always @(data)
    begin
    first = data / 10;
    second = data % 10;
        case(first)
            0 : display_first = 7'b1000000;
            1 : display_first = 7'b1111001;
            2 : display_first = 7'b0100100;
            3 : display_first = 7'b0110000;
            4 : display_first = 7'b0011001;
            5 : display_first = 7'b0010010;
            6 : display_first = 7'b0000010;
            7 : display_first = 7'b1111000;
            8 : display_first = 7'b0000000;
            9 : display_first = 7'b0010000;
            endcase
        case(second)
            0 : display_second = 7'b1000000;
            1 : display_second = 7'b1111001;
            2 : display_second = 7'b0100100;
            3 : display_second = 7'b0110000;
            4 : display_second = 7'b0011001;
            5 : display_second = 7'b0010010;
            6 : display_second = 7'b0000010;
            7 : display_second = 7'b1111000;
            8 : display_second = 7'b0000000;
            9 : display_second = 7'b0010000;
        endcase
    end
endmodule

==> metrics.csv <==
metric,value,unit
tightestPinTransition,815,ps
synthCells,1446,
synthDominantCellAreaShare,0.0665,
yosysUniqueCellTypes,116,
warnings,35,
setup_viol,0,
place_inst,1816,
synthTopLogicFamily,AND-OR/OR-AND gates,
initial_utilization,0.414,
grt_pass1_wl,44.2,mm
hold_viol,0,
layoutNonFillerInstCount,1817,
die_x,156,um
top_layer,met4,
grt_overflow,0,
worst_setup_path_start_kind,input port,
fin_ws,176,ps
synth-seq-cells,42,
dp_slack,-437,ps
antenna_cells,0,
criticalPathCategory,input port to output port,
routed-wl-met3,908,um
min_path_cells,4,
synth-async-reset-ratio,0,
path_max_fanout,4,
routedWlPerCell,14.3,um
setup.worst_path.end_class,output port,
hold_path.class,input port to output port,
min_to,display,
drive_above_1_share,0.105,
drt-pass1-iter-count,5,
synth_top_cell_by_area,dlxtn_1,
port_buffers,53,
ant_nets,0,
syn-mean-instance-area,6.56,um^2
ios,53,
required,3440,ps
untimed_endpoints,42,
ys_area,9480,um^2
drt-met1-wl,13.2,mm
routed_wl,25.9,mm
gp_congestion,0.918,
ff_type,dlxtn_1,
dpl_cell_area,10600,um^2
topCellsByArea,"dlxtn_1 6.7%, nand2_1 5.7%, nor2_1 5.7%, a21oi_1 4.8%, o21ai_0 4.2%",
drc,0,
xor_share,0.0383,
yosysWarnings,14,
unclocked_regs,42,
synthSimpleGateAreaFrac,0.320,
slew_violations,0,
first_global_vias,9621,
comb_area,8410,um^2
core_area,22900,um^2
min_from,x[9],
vias,11200,
die_h,156,um
clock.fmax,243,MHz
nFillCells,2367,
grt_setup_unrepaired,no,
fin_area,10700,um^2
synthAdderAreaFrac,0.0195,
ys_cells,1446,
edf_count,0,
routed-wl-met2,11.8,mm
dieArea,24300,um^2
worstPathArrival,3260,ps
seq_area,631,um^2
period_used_share,0.959,
drtIter0Drc,679,
mux_share,0.0383,
routed_via_density,6.16,
antenna_found_initial,0,
relSlewSlack,0.450,
grt_use_total,0.209,
dp.final_hpwl,20.4,mm
mappedNetlistArea,9480,um^2
area_delta_synth_final,12.7,%
status,completed,
synth-compound-area-share,0.464,
rows,55,
post-route-min-period,4120,ps
grt_start_max_net_pins,19,
max_cap_violations,0,
through the flow:
stage               hold slack (ps)  setup TNS (ps)   util
floorplan                      1790               0      -
global route                   2580               0  0.466
finish                         2520               0  0.466
detailed placement             2880            -437  0.464
global placement               2870            -405  0.464
CTS                            2650               0  0.466
flip-flops by register name (all words and copies together), names as in the netlist:
name,flops
FirstSec.display_temp,7
Minute.display_temp,7
SecondSec.display_temp,7
SecondToSeg.display_first,7
SecondToSeg.display_second,7
minuteToSeg.display_second,7
final cells by class:
class	instances	share of cell area
tap	313	0.0367
timing repair buffer	125	0.100
sequential	42	0.0590
inverter	48	0.0169
multi-input combinational	1289	0.787
per-layer routing:
metal | GRT usage | vias up
met5 | 0 | -
met4 | 0.00980 | 0
met3 | 0.00481 | 8
met2 | 0.346 | 229
met1 | 0.318 | 5130
li1 | - | 5827
how the worst max path moves through the flow:
stage | depth (start not counted) | endpoint | from | slack (ps)
after CTS | 14 | display | y[9] | 20
after global routing | 12 | display | y[2] | 10
final | 12 | display | y[2] | 180
logic make-up (layout without fill, tap and decap cells):
family          count (synthesis)  count (layout)
simple gates                  602             602
fa+ha+maj                      17              17
compound gates                590             590
xor+xnor                       39              39
mux                            34              34
other cells                     1               7
buf+inv                       121             173
latches                        42              42
worst max-delay path: stages:
cell and delay [ps]:
clkdlybuf4s50_1 460, or2_2 340, nor3_1 210, o21ai_0 110
nand2_1 70, nand2_1 70, a211o_1 290, o21ai_0 140
a21oi_1 120, o22a_1 200, o311ai_2 240, buf_2 140
what timing repair did:
| item | CTS | global route |
|---|---|---|
| buffers inserted | 1 | 0 |
| hold buffers | 0 | 0 |
| pin swaps | 3 | 4 |
| gates resized | 6 | 8 |
| hold endpoints to repair | 0 | 0 |
| endpoints found under the setup margin | 1 | 1 |
synthesized netlist by cell type, types with 21 or more instances:
| cell type | n |
|---|---|
| a211oi_1 | 35 |
| a21oi_1 | 91 |
| a22oi_1 | 21 |
| a31oi_1 | 25 |
| and2_1 | 26 |
| clkbuf_1 | 45 |
| dlxtn_1 | 42 |
| inv_1 | 46 |
| mux2i_1 | 22 |
| nand2_1 | 144 |
| nand3_1 | 65 |
| nand4_1 | 25 |
| nor2_1 | 144 |
| nor3_1 | 50 |
| nor4_1 | 24 |
| o211ai_1 | 29 |
| o21ai_0 | 80 |
| o21ai_1 | 22 |
| xnor2_1 | 33 |
placed cells by master (no fill, tap or decap), drive strengths merged, types with 22 or more instances in the layout:
master           n
a211oi          39
o21ai          105
nor4            25
nor2           144
clkdlybuf4s50   50
and2            32
buf             73
inv             47
xnor2           34
a21oi           91
nand4           26
nand2          145
dlxtn           42
mux2i           22
nand3           67
nor3            50
a31oi           26
o211ai          31
