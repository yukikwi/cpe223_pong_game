### run.sh
#!/bin/bash
# OpenROAD 26Q1-2900-gdf79404cd8, Yosys 0.63+post, stock flow scripts
make -C /OpenROAD-flow-scripts/flow DESIGN_CONFIG=/design/flow/config.mk WORK_HOME=/design/flow/orfs finish
### design.v
`timescale 1ns / 1ps
module char_O(
    input [31:0] start_x,
    input [31:0] start_y,
    input [9:0] x,
    input [9:0] y,
    output reg display
    );
    initial 
        display = 0;
    always @(x or y)
    begin
        if((x >= start_x + 5) && (x < start_x + 21) 
        && (((y >= start_y) && (y < start_y + 5)) || ((y >= start_y + 35) && (y < start_y + 40))))
            display = 1;
        else if((y >= start_y + 5) && (y < start_y + 35) 
        && (((x >= start_x) && (x < start_x + 5)) || ((x >= start_x + 21) && (x < start_x + 26)))) 
            display = 1;
        else display = 0;
    end
endmodule
`timescale 1ns / 1ps
module char_c(
    input [31:0] start_x,
    input [31:0] start_y,
    input [9:0] x,
    input [9:0] y,
    output reg display
    );
    initial
        display = 0;
    always @(x or y)
    begin
        if((x >= start_x + 5) && (x < start_x + 21)
        && (((y >= start_y) && (y < start_y + 5)) || ((y >= start_y + 35) && (y < start_y + 40))))
            display = 1;
        else if((y >= start_y + 5) && (y < start_y + 35)
        && ((x >= start_x) && (x < start_x + 5)))
            display = 1;
        else if (((x >= start_x + 21) && (x < start_x + 26)) && (((y >= start_y + 5) && (y < start_y + 10 ))
            ||((y >= start_y + 30) && (y < start_y + 35 ))))
            display = 1;
        else display = 0;
    end
endmodule
`timescale 1ns / 1ps
module char_e(
    input [31:0] start_x,
    input [31:0] start_y,
    input [9:0] x,
    input [9:0] y,
    output reg display
    );
    initial 
        display = 0;
    always @(x or y)
    begin
        if ((x >= start_x + 5) && (x < start_x + 21) && (((y >= start_y) && (y < start_y + 5)) || ((y >= start_y + 17) && (y < start_y + 22)) || ((y >= start_y + 35) && (y < start_y + 40))))
            display = 1;
        else if ((y >= start_y) && (y < start_y + 40) && (((x >= start_x) && (x < start_x + 5))))
            display = 1;
        else if ((x >= start_x + 21) && (x < start_x + 26) && (((y >= start_y) && (y < start_y + 5)) || ((y >= start_y + 35) && (y < start_y + 40))))
            display = 1;
        else display = 0;
    end
endmodule
`timescale 1ns / 1ps
module char_r(
    input [31:0] start_x,
    input [31:0] start_y,
    input [9:0] x,
    input [9:0] y,
    output reg display
    );
    initial
        display = 0;
    always @(x or y)
    begin
        if((x >= start_x + 5) && (x < start_x + 21)
        && (((y >= start_y) && (y < start_y + 5)) || ((y >= start_y + 17) && (y < start_y + 22))))
            display = 1;
        else if((y >= start_y + 5) && (y < start_y + 40)
        && ((x >= start_x) && (x < start_x + 5))) 
            display = 1;
        else if((x >= start_x + 21) && (x < start_x + 26)
         && (((y >= start_y + 5) && (y < start_y + 17)) || ((y >= start_y + 22) && (y < start_y + 40))))
            display = 1;
        else display = 0;
    end
endmodule
`timescale 1ns / 1ps
module char_s(
    input [31:0] start_x,
    input [31:0] start_y,
    input [9:0] x,
    input [9:0] y,
    output reg display
    );
    initial
        display = 0;
    always @(x or y)
    begin
        if((x >= start_x + 5) && (x < start_x + 21)
        && (((y >= start_y) && (y < start_y + 5)) || ((y >= start_y + 17) && (y < start_y + 22))
        || ((y >= start_y + 35) && (y < start_y + 40))))
            display = 1;
        else if((x >= start_x) && (x < start_x + 5)
        && (((y >= start_y + 5) && (y < start_y + 17)) || ((y >= start_y + 30) && (y < start_y + 35))))
            display = 1;
        else if((x >= start_x + 21) && (x < start_x + 26)
        && (((y >= start_y + 5) && (y < start_y + 10)) || ((y >= start_y + 22) && (y < start_y + 35))))
            display = 1;
        else display = 0;
    end
endmodule
`timescale 1ns / 1ps
module char_t(
    input [31:0] start_x,
    input [31:0] start_y,
    input [9:0] x,
    input [9:0] y,
    output reg display
    );
    initial 
        display = 0;
    always @(x or y)
    begin
        if ((x >= start_x) && (x < start_x + 26) && (((y >= start_y) && (y < start_y + 5))))
            display = 1;
        else if ((y >= start_y + 5) && (y < start_y + 40) && (((x >= start_x + 10) && (x < start_x + 16))))
            display = 1;
        else display = 0;
    end
endmodule
`timescale 1ns / 1ps
module display_score(
    input [5:0] score,
    output reg [6:0] display_first,
    output reg [6:0] display_second
    );
    initial begin
        display_first = 7'b1111111;
        display_second = 7'b1111111;
    end
    integer first;
    integer second;
    always @(score)
    begin
    first = score / 10;
    second = score % 10;
        case(first)
            0 : display_first = 7'b1000000;
            1 : display_first = 7'b1111001;
            2 : display_first = 7'b0100100;
            3 : display_first = 7'b0110000;
            4 : display_first = 7'b0011001;
            5 : display_first = 7'b0010010;
            6 : display_first = 7'b0000010;
            7 : display_first = 7'b1111000;
            8 : display_first = 7'b0000000;
            9 : display_first = 7'b0010000;
            endcase
        case(second)
            0 : display_second = 7'b1000000;
            1 : display_second = 7'b1111001;
            2 : display_second = 7'b0100100;
            3 : display_second = 7'b0110000;
            4 : display_second = 7'b0011001;
            5 : display_second = 7'b0010010;
            6 : display_second = 7'b0000010;
            7 : display_second = 7'b1111000;
            8 : display_second = 7'b0000000;
            9 : display_second = 7'b0010000;
        endcase
    end
endmodule
`timescale 1ns / 1ps
module display_seg(
    input [6:0] seg,
    input [9:0] start_x,
    input [9:0] start_y,
    input [9:0] x,
    input [9:0] y,
    output display
    );
    reg [6:0] display_temp;
    initial
    begin   
        display_temp = 7'b0;
    end
    always @*
    begin
        if(~seg[0])
            begin
                if((x >= (start_x + 5) && x < (start_x + 21)) && (y >= start_y && y < (start_y + 5))) 
                    display_temp[0] = 1;
                else display_temp[0] = 0;
            end
        if(~seg[1])
            begin
                if(((x >= start_x + 21) && x < (start_x + 26)) && (y >= (start_y + 5) && y < (start_y + 17)))
                    display_temp[1] = 1;
                else display_temp[1] = 0;
            end
        if(~seg[2])
            begin
                if(((x >= start_x + 21) && x < (start_x + 26)) && (y >= (start_y + 22) && y < (start_y + 34)))
                    display_temp[2] = 1;
                else display_temp[2] = 0;
            end
        if(~seg[3])
            begin
                if((x >= (start_x + 5) && x < (start_x + 21)) && (y >= (start_y + 34) && y < (start_y + 39)))
                    display_temp[3] = 1;
                else display_temp[3] = 0;
            end
        if(~seg[4])
            begin
                if((x >= start_x && x < (start_x + 5)) && (y >= (start_y + 22) && y < (start_y + 34)))
                    display_temp[4] = 1;
                else display_temp[4] = 0;
            end
        if(~seg[5])
            begin
                if((x >= start_x && x < (start_x + 5)) && (y >= (start_y + 5) && y < (start_y + 17)))
                    display_temp[5] = 1;
                else display_temp[5] = 0;
            end
        if(~seg[6])
            begin
                if((x >= (start_x + 5) && x < (start_x + 21)) && (y >= (start_y + 17) && y < (start_y + 22)))
                    display_temp[6] = 1;
                else display_temp[6] = 0;
            end
    end
   assign display = (display_temp[0] | display_temp[1] | display_temp[2] |display_temp[3] | display_temp[4] | display_temp[5] | display_temp[6]);
endmodule
`timescale 1ns / 1ps
module display_setscore(
    input [4:0] score,
    input [9:0] x,
    input [9:0] y,
    output display
    );
    wire [7:0] text;
    wire [6:0] first, second;
    wire display_first, display_second;
    char_s SetScore_s1(183, 140, x, y, text[0]);
    char_e SetScore_e1(214, 140, x, y, text[1]);
    char_t SetScore_t(245, 140, x, y, text[2]);
    char_s SetScore_s2(307, 140, x, y, text[3]);
    char_c SetScore_c(338, 140, x, y, text[4]);
    char_O SetScore_o(369, 140, x, y, text[5]);
    char_r SetScore_r(400, 140, x, y, text[6]);
    char_e SetScore_e2(431, 140, x, y, text[7]);
    display_score ScoreToSeg(score, first, second );
    display_seg FirstScore(first, 291, 240, x, y, display_first);
    display_seg SecondScore(second, 291 + 31, 240, x, y, display_second);
    assign display = display_first | display_second | (|text);
endmodule
### config.mk
export PLATFORM = sky130hd
export DESIGN_NAME = display_setscore
export DESIGN_NICKNAME = display_setscore
export VERILOG_FILES = /design/flow/design.v
export SDC_FILE = /design/flow/constraint.sdc
export NUM_CORES = 4
export LEC_CHECK = 1
export CORE_AREA = 10 10 112 112
export DIE_AREA = 0 0 122 122
### constraint.sdc
current_design display_setscore

set clk_period 3.3
set clk_io_pct 0.2

create_clock -name clk0 -period $clk_period

set non_clock_inputs [all_inputs -no_clocks]
set_input_delay [expr $clk_period * $clk_io_pct] -clock clk0 $non_clock_inputs
set_output_delay [expr $clk_period * $clk_io_pct] -clock clk0 [all_outputs]
==> flow.log <==
[report] extracting results
[metrics] status: completed
[metrics] cell area after placement: about 3000 um2
[metrics] floorplan die width: approximately 120 um
[metrics] ratio of final minimum period to clock period: 0.961
[metrics] count of input and output buffers: 26
[metrics] Post-synth area hogs: dlxtn_1 19%, nor2_1 6.4%, o21ai_0 6.0%
[metrics] wire length of the first global-routing pass: around 11,000 um
[metrics] maximum cell stage delay along the critical path: about 0.43 ns
[metrics] nature of the critical path endpoint: primary output
[metrics] number of global-route vias before repair: between 2,000 and 2,500
[metrics] number of synthesized flops with an enable pin: 0
[metrics] DIE HEIGHT: roughly 120 um
[metrics] data arrival time of the critical path: 2.51 ns
[metrics] Initial DRT Pass Iterations: 5
[metrics] most frequent logic cells in the routed design: 64 x buf_4, 36 x nor2_1, 27 x dlxtn_1
[metrics] end-of-flow core utilization: 0.299
[metrics] number of synthesized register bits: 27
[metrics] Max Fclk: ~320 MHz
[metrics] number of antenna violations at the first check in global routing: 0
[metrics] transition time of the tightest slew-check pin: a little under 0.6 ns
[metrics] post-synthesis cell count: between 300 and 400
[metrics] count of unclocked register or latch pins: 27
[metrics] number of cells in the yosys synthesis report: around 320
[metrics] count of maximum capacitance violations: 0
[metrics] max-slew violation total from the final report: 0
[metrics] post-cts hold buffer count: 0
[metrics] crit path launch type: input port
[metrics] top logic cell by instance count in the layout: buf_4
[metrics] post-DR wirelength/cell: 12.2 um
[metrics] RD Place Congestion: 0.961
[metrics] Power per Cell Area: about 110 nW/um2
[metrics] stage-log warning count: 33
[metrics] Residual DRC: 0
[metrics] number of fillers in the final layout: around 1,100
[metrics] library cell contributing the largest single delay on the critical path: clkdlybuf4s50_1
[metrics] Cell Count, Final, Fillers Out: between 500 and 600
[metrics] final critical-path required period: 3.17 ns
[metrics] compound-gate portion of the synthesized area: 0.276
[metrics] Hold/Removal Path Class: input port to primary output
[metrics] site row count: 37
[metrics] xor and xnor fraction of the mapped netlist area: 0.0237
[metrics] total track usage: 0.0848
[metrics] endpoints left unconstrained: 26
[metrics] Static Leak: between 1 and 1.5 nW
[metrics] chip footprint: 14,900 um2
[metrics] unrepaired setup endpoints after global routing: no
[metrics] final instance area: 3060 um2
[metrics] Via density: around 4.8
[metrics] hold path start: y[6]
[metrics] Post-Synthesis Cell Area: 2160 um2
[metrics] number of I/O pins: 26
[metrics] post-route ant nets: 0
[metrics] worst hold margin: around 2.1 ns
[metrics] maximum number of pins on one net before global-route repair: 18
[metrics] Initial Util: 0.211
[metrics] Congestion Overflow GR: 0
[metrics] antenna cell count: 0
[metrics] Floorplan Core Area: ~10,000 um2
[metrics] mean instance size in the synthesized netlist: slightly below 7 um2
[metrics] placed wire-length estimate after detailed placement: ~5300 um
[metrics] mux share of post-synthesis cell area: 0.0145
[metrics] setup fix buffers added after clock tree synthesis: 0
[metrics] largest area contributor in the synthesized netlist: dlxtn_1
[metrics] Dominant cell area share: 0.187
[metrics] Worst Hold Endpoint: display
[metrics] routed wire length: about 6400 um
[metrics] adder share: 0.0272
[metrics] Synth Area in Simple Gates: 0.394
[metrics] number of setup violations in the final report: 0
[metrics] total of warnings raised by yosys: 13
[metrics] Starting DRT DRC Count: ~95
[metrics] Slew Limit Headroom: 0.610
[metrics] maximum vdd drop: 0.0651 mV
[metrics] critical-path cell list: clkdlybuf4s50_1 > or2_2 > a21oi_2 > buf_4 > mux2i_1 > o311ai_2 > nand3_1 > nor3_1 > nand4_1 > buf_2
[metrics] crit path max fanout: 3
[metrics] Required @ worst endpoint: approximately 2.6 ns
[metrics] Logic family by area: simple AND/OR/NAND/NOR gates
[metrics] most instantiated flip-flop cell in the synthesis netlist: dlxtn_1
[metrics] Chip Area, Yosys: between 2000 and 2500 um2
[metrics] via total after detailed routing: about 2,500
[metrics] placed cell count: around 530
[metrics] Layout area overhead: 41.5%
[metrics] count of unique library cells instantiated by Yosys: between 70 and 80
[metrics] Total Negative Setup Slacks: 0 ns
[metrics] critical path class: input port to primary output
[metrics] worst hold stages: 7
[metrics] Synth async-reset ratio: 0
[metrics] share of layout cells above drive strength 1: 0.242
[metrics] number of hold violations in the final report: 0
-- worst max-delay path: cells and delay by family --
family	cells	cell delay [ns]
compound gates	2	0.34
simple gates	4	0.56
mux	1	0.27
buf+inv	3	0.67
-- power breakdown --
part,total (mW),switching [mW],internal (mW)
Clock,0,0,0
Combinational,0.294,0.155,0.139
Sequential,0.0347,0.00208,0.0326
-- how the worst max path moves through the flow --
stage	startpoint	endpoint	slack, ns	cells after the start
CTS	y[3]	display	0.06	9
global route	x[0]	display	0.01	9
finish	x[1]	display	0.13	10
-- logic make-up (layout without fill, tap and decap cells) --
kind of cell	Yosys count	in the layout
buf+inv	37	103
other cells	1	7
latches	27	27
simple gates	153	153
compound gates	90	90
xor+xnor	5	5
fa+ha+maj	5	5
mux	3	3
-- cell usage after synthesis (3+ instances only) --
library cell / n
nor2_1: 37
dlxtn_1: 27
o21ai_0: 26
nand2_1: 25
a21oi_1: 19
buf_2: 16
nand3_1: 12
inv_1: 11
nor2b_1: 10
nand2b_1: 9
nand4_1: 9
nor3_1: 8
clkbuf_1: 7
a31oi_1: 6
nor4_1: 5
nor3b_1: 4
o22ai_1: 4
and2_1: 3
ha_1: 3
nor4b_1: 3
or3_1: 3
or4_1: 3
-- timing repair --
item,CTS,global route
setup endpoints to repair,1,1
pin swaps,7,5
resized,30,6
-- metrics by stage --
| step | setup WS [ns] | power [mW] |
|---|---|---|
| after detailed placement | -0.459 | 0.323 |
| after CTS | 0.0622 | 0.326 |
| after floorplan | 0.616 | 0.202 |
| final | 0.128 | 0.329 |
| after global placement | -0.416 | 0.321 |
| after global routing | 0.0118 | 0.362 |
-- layer usage --
layer  vias to the layer above  track usage  routed length (um)
li1                       1312            -                   -
met1                      1146        0.116                3060
met2                        56        0.150                3080
met3                         4      0.00376                 252
met4                         0      0.00596                  42
met5                         -            0                   0
-- flip-flops by register name, summed over array words and instances, names as in the netlist --
name,flops
ScoreToSeg.display_second,7
SecondScore.display_temp,7
ScoreToSeg.display_first,6
FirstScore.display_temp,7
-- cell type report --
class | count | area [um2] | area share
timing repair buffer | 91 | 738 | 0.241
tap | 136 | 170 | 0.0556
inverter | 12 | 45.0 | 0.0147
multi-input combinational | 263 | 1700 | 0.556
sequential | 27 | 405 | 0.132
Power and IR drop assume default switching activity.
