## flow/run.sh

```bash
#!/bin/bash
# OpenROAD 26Q1-2900-gdf79404cd8, Yosys 0.63+post, stock flow scripts
make -C /OpenROAD-flow-scripts/flow DESIGN_CONFIG=/design/flow/config.mk WORK_HOME=/design/flow/orfs finish
```

## flow/config.mk

```make
export PLATFORM = sky130hd
export DESIGN_NAME = display_select_mode
export DESIGN_NICKNAME = display_select_mode
export VERILOG_FILES = /design/flow/design.v
export SDC_FILE = /design/flow/constraint.sdc
export NUM_CORES = 4
export LEC_CHECK = 1
export CORE_UTILIZATION = 50
```

## flow/constraint.sdc

```tcl
current_design display_select_mode

set clk_period 6.8
set clk_io_pct 0.2

create_clock -name clk0 -period $clk_period

set non_clock_inputs [all_inputs -no_clocks]
set_input_delay [expr $clk_period * $clk_io_pct] -clock clk0 $non_clock_inputs
set_output_delay [expr $clk_period * $clk_io_pct] -clock clk0 [all_outputs]
```

## flow/design.v

```verilog
`timescale 1ns / 1ps
module char_O(
    input [31:0] start_x,
    input [31:0] start_y,
    input [9:0] x,
    input [9:0] y,
    output reg display
    );
    initial 
        display = 0;
    always @(x or y)
    begin
        if((x >= start_x + 5) && (x < start_x + 21) 
        && (((y >= start_y) && (y < start_y + 5)) || ((y >= start_y + 35) && (y < start_y + 40))))
            display = 1;
        else if((y >= start_y + 5) && (y < start_y + 35) 
        && (((x >= start_x) && (x < start_x + 5)) || ((x >= start_x + 21) && (x < start_x + 26)))) 
            display = 1;
        else display = 0;
    end
endmodule
`timescale 1ns / 1ps
module char_c(
    input [31:0] start_x,
    input [31:0] start_y,
    input [9:0] x,
    input [9:0] y,
    output reg display
    );
    initial
        display = 0;
    always @(x or y)
    begin
        if((x >= start_x + 5) && (x < start_x + 21)
        && (((y >= start_y) && (y < start_y + 5)) || ((y >= start_y + 35) && (y < start_y + 40))))
            display = 1;
        else if((y >= start_y + 5) && (y < start_y + 35)
        && ((x >= start_x) && (x < start_x + 5)))
            display = 1;
        else if (((x >= start_x + 21) && (x < start_x + 26)) && (((y >= start_y + 5) && (y < start_y + 10 ))
            ||((y >= start_y + 30) && (y < start_y + 35 ))))
            display = 1;
        else display = 0;
    end
endmodule
`timescale 1ns / 1ps
module char_e(
    input [31:0] start_x,
    input [31:0] start_y,
    input [9:0] x,
    input [9:0] y,
    output reg display
    );
    initial 
        display = 0;
    always @(x or y)
    begin
        if ((x >= start_x + 5) && (x < start_x + 21) && (((y >= start_y) && (y < start_y + 5)) || ((y >= start_y + 17) && (y < start_y + 22)) || ((y >= start_y + 35) && (y < start_y + 40))))
            display = 1;
        else if ((y >= start_y) && (y < start_y + 40) && (((x >= start_x) && (x < start_x + 5))))
            display = 1;
        else if ((x >= start_x + 21) && (x < start_x + 26) && (((y >= start_y) && (y < start_y + 5)) || ((y >= start_y + 35) && (y < start_y + 40))))
            display = 1;
        else display = 0;
    end
endmodule
`timescale 1ns / 1ps
module char_g(
    input [31:0] start_x,
    input [31:0] start_y,
    input [9:0] x,
    input [9:0] y,
    output reg display
    );
    initial
        display = 0;
    always @(x or y)
    begin
        if((x >= start_x + 5) && (x < start_x + 21)
        && (((y >= start_y) && (y < start_y + 5)) || ((y >= start_y + 35) && (y < start_y + 40))))
            display = 1;
        else if((x >= start_x + 12) && (x < start_x + 21)
        && ((y >= start_y + 21) && (y < start_y + 26))) 
            display = 1;
        else if((y >= start_y + 5) && (y < start_y + 35)
        && ((x >= start_x) && (x < start_x + 5))) 
            display = 1;
        else if((x >= start_x + 21) && (x < start_x + 26)
        && (((y >= start_y + 5) && (y < start_y + 10)) || (((y >= start_y + 21) && (y < start_y + 35)))))
            display = 1;
        else display = 0;
    end
endmodule
`timescale 1ns / 1ps
module char_i(
    input [31:0] start_x,
    input [31:0] start_y,
    input [9:0] x,
    input [9:0] y,
    output reg display
    );
    initial 
        display = 0;
    always @(x or y)
    begin
        if ((x >= start_x + 5) && (x < start_x + 21) && (((y >= start_y) && (y < start_y + 5)) || ((y >= start_y + 35) && (y < start_y + 40))))
            display = 1;
        else if ((y >= start_y + 5) && (y < start_y + 35) && (((x >= start_x+10) && (x < start_x + 16))))
            display = 1;
        else display = 0;
    end
endmodule
`timescale 1ns / 1ps
module char_m(
    input [31:0] start_x,
    input [31:0] start_y,
    input [9:0] x,
    input [9:0] y,
    output reg display
    );
    initial 
        display = 0;
    always @(x or y)
    begin
        if ((((x >= start_x + 5) && (x < start_x + 10)) || ((x >= start_x + 16) && (x < start_x + 21))) && (((y >= start_y + 5) && (y < start_y + 10))))
            display = 1;
        else if ((((y >= start_y) && (y < start_y + 40))) && (((x >= start_x) && (x < start_x + 5)) || ((x >= start_x + 21) && (x < start_x + 26))))
            display = 1;
        else if ((y >= start_y + 10) && (y < start_y + 15) && ((x >= start_x + 10) && (x < start_x + 16)))
            display =1;
        else display = 0;
    end
endmodule
`timescale 1ns / 1ps
module char_n(
    input [31:0] start_x,
    input [31:0] start_y,
    input [9:0] x,
    input [9:0] y,
    output reg display
    );
    initial
        display = 0;
    always @(x or y)
    begin
        if((x >= start_x + 5) && (x < start_x + 13)
        && ((y >= start_y + 14) && (y < start_y + 19))) 
            display = 1;
        else if((x >= start_x + 14) && (x < start_x + 21)
        && ((y >= start_y + 20) && (y < start_y + 25))) 
            display = 1;
        else if((y >= start_y) && (y < start_y + 40)
        && ((x >= start_x) && (x < start_x + 5))) 
            display = 1;
        else if((x >= start_x + 21) && (x < start_x + 26)
        && ((y >= start_y) && (y < start_y + 40))) 
            display = 1;
        else display = 0;
    end
endmodule
`timescale 1ns / 1ps
module char_p(
    input [31:0] start_x,
    input [31:0] start_y,
    input [9:0] x,
    input [9:0] y,
    output reg display
    );
    initial
        display = 0;
    always @(x or y)
    begin
        if((x >= start_x + 5) && (x < start_x + 21)
        && (((y >= start_y) && (y < start_y + 5)) || ((y >= start_y + 19) && (y < start_y + 24))))
            display = 1;
        else if((y >= start_y) && (y < start_y + 40)
        && ((x >= start_x) && (x < start_x + 5))) 
            display = 1;
        else if((x >= start_x + 21) && (x < start_x + 26)
        && ((y >= start_y + 5) && (y < start_y + 19)))
            display = 1;
        else display = 0;
    end
endmodule
`timescale 1ns / 1ps
module char_r(
    input [31:0] start_x,
    input [31:0] start_y,
    input [9:0] x,
    input [9:0] y,
    output reg display
    );
    initial
        display = 0;
    always @(x or y)
    begin
        if((x >= start_x + 5) && (x < start_x + 21)
        && (((y >= start_y) && (y < start_y + 5)) || ((y >= start_y + 17) && (y < start_y + 22))))
            display = 1;
        else if((y >= start_y + 5) && (y < start_y + 40)
        && ((x >= start_x) && (x < start_x + 5))) 
            display = 1;
        else if((x >= start_x + 21) && (x < start_x + 26)
         && (((y >= start_y + 5) && (y < start_y + 17)) || ((y >= start_y + 22) && (y < start_y + 40))))
            display = 1;
        else display = 0;
    end
endmodule
`timescale 1ns / 1ps
module char_s(
    input [31:0] start_x,
    input [31:0] start_y,
    input [9:0] x,
    input [9:0] y,
    output reg display
    );
    initial
        display = 0;
    always @(x or y)
    begin
        if((x >= start_x + 5) && (x < start_x + 21)
        && (((y >= start_y) && (y < start_y + 5)) || ((y >= start_y + 17) && (y < start_y + 22))
        || ((y >= start_y + 35) && (y < start_y + 40))))
            display = 1;
        else if((x >= start_x) && (x < start_x + 5)
        && (((y >= start_y + 5) && (y < start_y + 17)) || ((y >= start_y + 30) && (y < start_y + 35))))
            display = 1;
        else if((x >= start_x + 21) && (x < start_x + 26)
        && (((y >= start_y + 5) && (y < start_y + 10)) || ((y >= start_y + 22) && (y < start_y + 35))))
            display = 1;
        else display = 0;
    end
endmodule
`timescale 1ns / 1ps
module char_t(
    input [31:0] start_x,
    input [31:0] start_y,
    input [9:0] x,
    input [9:0] y,
    output reg display
    );
    initial 
        display = 0;
    always @(x or y)
    begin
        if ((x >= start_x) && (x < start_x + 26) && (((y >= start_y) && (y < start_y + 5))))
            display = 1;
        else if ((y >= start_y + 5) && (y < start_y + 40) && (((x >= start_x + 10) && (x < start_x + 16))))
            display = 1;
        else display = 0;
    end
endmodule
`timescale 1ns / 1ps
module char_v(
    input [31:0] start_x,
    input [31:0] start_y,
    input [9:0] x,
    input [9:0] y,
    output reg display
    );
    initial
        display = 0;
    always @(x or y)
    begin
        if((y >= start_y + 31) && (y < start_y + 35)
        && (((x >= start_x + 5) && (x < start_x + 10)) || ((x >= start_x + 16) && (x < start_x + 21))))
            display = 1;
        else if((y >= start_y) && (y < start_y + 30)
        && (((x >= start_x) && (x < start_x + 5)) || ((x >= start_x + 21) && (x < start_x + 26))))
            display = 1;
        else if((x >= start_x + 10) && (x < start_x + 16)
        && (((y >= start_y + 35) && (y < start_y + 40))))
            display = 1;
        else display = 0;
    end
endmodule
`timescale 1ns / 1ps
module display_select_mode(
        input [9:0] start_x,
        input [9:0] start_y,
        input [9:0] x,
        input [9:0] y,
        output display
    );
    wire [6:0] display_PongPVP;
    wire [4:0] display_Score;
    wire [3:0] display_Time;
    char_p PongPVP_p1(start_x , start_y , x , y , display_PongPVP[0]);
    char_O PongPVP_o(start_x + 31 , start_y , x , y , display_PongPVP[1]);
    char_n PongPVP_n(start_x + 62 , start_y , x , y , display_PongPVP[2]);
    char_g PongPVP_g(start_x + 93 , start_y , x , y , display_PongPVP[3]);
    char_p PongPVP_p2(start_x + 155 , start_y , x , y , display_PongPVP[4]);
    char_v PongPVP_v(start_x + 186 , start_y , x , y , display_PongPVP[5]);
    char_p PongPVP_p3(start_x + 217 , start_y , x , y , display_PongPVP[6]);
    char_s Score_s(start_x + 44 , start_y + 130 , x , y , display_Score[0]);
    char_c Score_c(start_x + 75 , start_y + 130 , x , y , display_Score[1]);
    char_O Score_o(start_x + 106 , start_y + 130 , x , y , display_Score[2]);
    char_r Score_r(start_x + 137 , start_y + 130 , x , y , display_Score[3]);
    char_e Score_e(start_x + 168 , start_y + 130 , x , y , display_Score[4]);
    char_t Time_t(start_x + 59 , start_y + 210 , x , y , display_Time[0]);
    char_i Time_i(start_x + 90 , start_y + 210 , x , y , display_Time[1]);
    char_m Time_m(start_x + 121 , start_y + 210 , x , y , display_Time[2]);
    char_e Time_e(start_x + 152 , start_y + 210 , x , y , display_Time[3]);
    assign display = |display_PongPVP | |display_Score | |display_Time;
endmodule
```

==> summary.rpt <==
IMPLEMENTATION SUMMARY REPORT
----------------------------------------------------
[Run status]
  Status ........................ complete, but fails checks
  Failing checks ........................ negative setup slack

[Final layout]
  CLK BUF ........................ 0
  Sequential Area ........................ 0 um2
  Combined area of the multi-input logic cells ........................ 0.02829 mm2
  Proportion of layout cells with a drive suffix above 1 ........................ 32.07%
  Post-synthesis to final-layout area growth ........................ 44.39%
  Filler cell count ........................ 3975
  Seq cells ........................ 0

[Drt]
  Remaining number of nets flagged by the antenna check after routing ........................ 0
  Initial drt markers ........................ 2993
  Number of vias in the routed layout ........................ 34.25k
  Total wire length ........................ 123.3 mm
  Initial DRT Pass Iterations ........................ 8
  Residual DRC ........................ 0
  Per-cell via count in the routed design ........................ 6.004
  Average wire per standard cell ........................ 21.62 um

[Min path]
  Min-Delay Path Class ........................ in2out

[Worst setup path]
  Crit path DAT ........................ 5.82 ns
  Worst Setup Start Kind ........................ input port
  Required time at the worst-slack endpoint ........................ 5.44 ns
  Category of cells accounting for the largest share of critical-path delay ........................ simple AND/OR/NAND/NOR gates
  Slowest cell delay on critical path ........................ 0.58 ns
  Maximum net fanout on the critical path ........................ 6
  Cell-by-cell trace of the critical path ........................ buf_12 > buf_6 > buf_6 > ha_2 > or4bb_1 > o211a_4 > and2_1 > nand3_1 > nor2_1 > xor2_1 > ha_2 > a211o_1 > a21oi_2 > o21ai_0 > o22a_1 > a31oi_1 > a211oi_2 > and3_4 > or4_4 > nor4_4 > nand4_1 > buf_2
  Element type at the critical path end ........................ primary output
  Category of the most critical setup path ........................ in2out
  Cell at the slowest stage of the critical path ........................ sky130_fd_sc_hd__or4_4
  Worst path bufs/invs ........................ 4

[Floorplanning]
  Die ar. ........................ 0.05664 mm2
  Width of the chip ........................ 238.0 um
  Top-Level Pins ........................ 41
  Core region area ........................ 0.05509 mm2
  Floorplan utilization ........................ 50.54%
  Cell Rows ........................ 86
  Die Ht ........................ 238.0 um

[Power and ir drop]
  Switching Fraction ........................ 52.55%
  Total chip power ........................ 5.071 mW
  Power Density ........................ 126.1 mW/mm2
  Worst VDD drop ........................ 85.33 uV
  Pint ........................ 2.406 mW
  P_leak ........................ 19.38 nW
  Net load switching power ........................ 2.665 mW

[Timing]
  Number of hold violations in the final report ........................ 0
  RSZ-0062 raised after global routing ........................ yes
  Maximum clock frequency ........................ 0.1393 GHz
  Transition at the pin with the smallest max-transition slack ........................ 0.7675 ns
  Final-report setup violation count ........................ 1
  Final min period ........................ 7.181 ns
  Slew headroom ........................ 48.29%
  Portion of the clock cycle consumed by the worst path in the final layout ........................ 105.6%
  Worst hold margin ........................ 3.905 ns
  Final setup margin ........................ -0.3808 ns
  Final tally of max-slew violations ........................ 0

[Logic synthesis]
  Post-synthesis cell count ........................ 3766
  Yosys chip area ........................ 0.02784 mm2
  Number of distinct standard cells referenced by the synthesized netlist ........................ 96
  Synth warn ........................ 20
  Dominant cell type by area after synthesis ........................ sky130_fd_sc_hd__ha_1
  Seq/Total Area, Yosys ........................ 0%
  Synth Cell Area ........................ 0.02784 mm2
  Area share of the largest cell type after synthesis ........................ 33.84%
  Yosys stat cell total ........................ 3766
  Mean Syn Cell Area ........................ 7.394 um2
  Top post-synthesis cells by area ........................ sky130_fd_sc_hd__ha_1 (34%), sky130_fd_sc_hd__xnor2_1 (14%), sky130_fd_sc_hd__a21oi_1 (5.4%)

[GRT]
  Vias in the first global route ........................ 32.17k
  Congestion Overflow GR ........................ 0
  First-pass GRT wire length ........................ 186.1 mm
  Pin count of the biggest net entering global routing ........................ 35
  Number of antenna violations at the first check in global routing ........................ 5
  GRT Resource Usage Total ........................ 43.07%

[Placed design]
  Number of I/O port buffers ........................ 41
  RD Place Congestion ........................ 1.115
  Post-detailed-placement half-perimeter wirelength ........................ 101.1 mm

[Flow run]
  Max cap viols ........................ 0
  Tool Warnings ........................ 113

[Clock tree]
  Number of hold buffers added after CTS ........................ 0

----------------------------------------------------
-- timing repair --
action | in CTS | in global routing
cloned | 1 | 0
pin swaps | 87 | 62
endpoints found under the setup margin | 1 | 1
resized | 316 | 130
buffers inserted | 55 | 22
-- worst paths after layout --
check / start / endpoint / slack, ns / depth (start not counted)
setup / recovery: start_x[1] / display / -0.38 / 22
hold / removal: x[9] / display / 3.90 / 8
-- cells in the mapped netlist (49+ instances only) --
cell                       number
sky130_fd_sc_hd__nand3_1       89
sky130_fd_sc_hd__clkbuf_1      63
sky130_fd_sc_hd__nor2_1       302
sky130_fd_sc_hd__a21oi_1      303
sky130_fd_sc_hd__nor3_1        76
sky130_fd_sc_hd__o21a_1        74
sky130_fd_sc_hd__xor2_1       107
sky130_fd_sc_hd__ha_1         753
sky130_fd_sc_hd__nor2b_1       56
sky130_fd_sc_hd__nand4_1       49
sky130_fd_sc_hd__inv_1        150
sky130_fd_sc_hd__nand2_1      299
sky130_fd_sc_hd__a21o_1        87
sky130_fd_sc_hd__o21ai_0      216
sky130_fd_sc_hd__xnor2_1      452
-- power by group through the flow --
stage                 Clock (mW)  Combinational (mW)  Sequential, mW
after CTS                      0                4.85               0
after global routing           0                5.49               0
-- metrics by stage --
stage	TNS [ns]	setup WS (ns)	area (um2)	utilization, %	instances
2_1_floorplan	0	0.02437	27870	-	3766
3_3_place_gp	-1.615	-1.615	37840	68.68	5622
3_5_place_dp	-1.601	-1.601	37840	68.68	5622
4_1_cts	-0.2438	-0.2438	39510	71.72	5678
5_1_grt	-0.5282	-0.5282	40190	72.96	5700
6_report	-0.3808	-0.3808	40200	72.97	5704
-- layout by cell type, fill, tap and decap left out, types with 16 or more instances in the layout --
cell                              count
sky130_fd_sc_hd__clkdlybuf4s50_1     18
sky130_fd_sc_hd__or3_1               16
sky130_fd_sc_hd__nand2_1            284
sky130_fd_sc_hd__a31oi_1             29
sky130_fd_sc_hd__a21oi_1            275
sky130_fd_sc_hd__a21oi_2             25
sky130_fd_sc_hd__o21a_1              74
sky130_fd_sc_hd__xor2_1             103
sky130_fd_sc_hd__nand3_1             84
sky130_fd_sc_hd__nor2_1             278
sky130_fd_sc_hd__o21ai_1             29
sky130_fd_sc_hd__nor2_2              19
sky130_fd_sc_hd__o21ai_0            189
sky130_fd_sc_hd__buf_12              27
sky130_fd_sc_hd__a21o_1              87
sky130_fd_sc_hd__or2_2               16
sky130_fd_sc_hd__nand2b_1            42
sky130_fd_sc_hd__inv_2               21
sky130_fd_sc_hd__o211ai_1            47
sky130_fd_sc_hd__inv_1              141
sky130_fd_sc_hd__xnor2_1            416
sky130_fd_sc_hd__nor3_1              67
sky130_fd_sc_hd__a211o_1             31
sky130_fd_sc_hd__nand4_1             49
sky130_fd_sc_hd__ha_1               732
sky130_fd_sc_hd__buf_4             1196
sky130_fd_sc_hd__xnor2_2             35
sky130_fd_sc_hd__buf_6               36
sky130_fd_sc_hd__a211oi_1            35
sky130_fd_sc_hd__nor4_1              21
sky130_fd_sc_hd__nor2b_1             49
-- final cells by class --
| class | instances | share of cell area (%) |
|---|---|---|
| antenna | 4 | 0.02490 |
| tap | 748 | 2.328 |
| multi-input combinational | 3481 | 70.36 |
| inverter | 176 | 1.705 |
| timing repair buffer | 1295 | 25.58 |
-- cells by family after synthesis --
| family | after synthesis | share of synthesized area (%) |
|---|---|---|
| adders and majority gates | 758 | 34.02 |
| and+or+nand+nor | 1081 | 18.65 |
| buffers and inverters | 285 | 4.031 |
| xor gates and xnor gates | 566 | 18.01 |
| AOI/OAI and AO/OA | 1072 | 25.14 |
| muxes | 4 | 0.1483 |
-- worst min-delay path, stage by stage --
cell,delay (ns)
sky130_fd_sc_hd__buf_4,0.23
sky130_fd_sc_hd__ha_1,0.22
sky130_fd_sc_hd__a21oi_1,0.05
sky130_fd_sc_hd__nor2_1,0.10
sky130_fd_sc_hd__o31a_1,0.19
sky130_fd_sc_hd__a2111oi_2,0.07
sky130_fd_sc_hd__nand4_1,0.20
sky130_fd_sc_hd__buf_2,0.13
-- metal layers --
layer	global-route usage, %	part of all wire [%]	wire (um)
met5	0	0.019	23
met2	60.95	39	48300
met3	10.94	12	15050
met4	14.98	4.4	5434
met1	62.84	44	54540
No activity file was given, so power comes from the tool's default toggle rates.
